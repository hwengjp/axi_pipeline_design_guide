File: flow/run.sh
#!/bin/bash
# OpenROAD 26Q1-2900-gdf79404cd8, Yosys 0.63+post, stock flow scripts
make -C /OpenROAD-flow-scripts/flow DESIGN_CONFIG=/design/flow/config.mk WORK_HOME=/design/flow/orfs finish
File: flow/config.mk
export PLATFORM = sky130hd
export DESIGN_NAME = single_port_ram
export DESIGN_NICKNAME = single_port_ram
export VERILOG_FILES = /design/flow/design.v
export SDC_FILE = /design/flow/constraint.sdc
export NUM_CORES = 4
export LEC_CHECK = 1
export CORE_UTILIZATION = 30
export SYNTH_MEMORY_MAX_BITS = 65536
File: flow/constraint.sdc
current_design single_port_ram

set clk_period 71.6
set clk_io_pct 0.2

create_clock -name clk0 -period $clk_period [get_ports {clk}]

set non_clock_inputs [all_inputs -no_clocks]
set_input_delay [expr $clk_period * $clk_io_pct] -clock clk0 $non_clock_inputs
set_output_delay [expr $clk_period * $clk_io_pct] -clock clk0 [all_outputs]
File: flow/design.v
module single_port_ram #(
    parameter DATA_WIDTH = 64,                                     
    parameter MEM_DEPTH = 256,                                     
    parameter ADDR_WIDTH = $clog2(MEM_DEPTH)                       
)(
    input  wire                     clk,                          
    input  wire [ADDR_WIDTH-1:0]   addr,                         
    input  wire                     read_enable,                  
    output reg  [DATA_WIDTH-1:0]   read_data,                    
    input  wire [DATA_WIDTH-1:0]   write_data,                   
    input  wire [DATA_WIDTH/8-1:0] write_enable                  
);
    reg [DATA_WIDTH-1:0] memory [0:MEM_DEPTH-1];
    integer i;
    always @(posedge clk) begin
        if (read_enable) begin
            read_data <= memory[addr];   
        end
    end
    always @(posedge clk) begin
        for (i = 0; i < DATA_WIDTH/8; i = i + 1) begin
            if (write_enable[i]) begin
                memory[addr][i*8 +: 8] <= write_data[i*8 +: 8];
            end
        end
    end
endmodule
==> flow_summary.ini <==
; yosys + openroad results
[outcome]
violations = max-capacitance violations, max-slew violations
status = finished with violations

[cts]
cts.reportedPaths.clkPinSlew_ns = 0.06
clock_tree.root_cell = sky130_fd_sc_hd__clkbuf_16
clock_latency_late_sink_ns = 1.46
cts-resized-gates = 0
hold_buffers = 0
cts_tree = done
num_clock_sinks = 16400
num_cts_buffers = 1677
clockBufferDepth = 6
cts-htree-levels = 7
post_cts.repair.setup_buffers = 0

[route]
vias_per_cell = 5.09
ant_nets = 0
routed_wire_length_per_instance_um = 33.6
drc = 0
vias = 310000
dr.pass1.iters = 6
dr.first_iter.drc_count = 23100
postRouteWirelength_mm = 2050

[flow_run]
drv.max_cap_violation_count = 3
tool_warnings = 67

[power_and_ir_drop]
maximum_vdd_drop_v = 0.0000259
total_power_mw = 20.0
power-per-cell-area_nw_per_um2 = 27.4
total_leakage_power_nw = 219

[setup_path]
start_kind = input port
critPathCaptureType = register
worstSetupPathType = in2reg
timing.critical_path.arrival_ns = 23.06
worstPathRequired_ns = 72.65
worstPathMaxFanout = 69
r2r_setup_slack_ns = 68.09

[grt]
grt_antenna_before_repair = 565
grt_remaining_overflow = 0
total_track_usage = 0.207
grt_first_pass_wirelength_mm = 2760
grt_start_max_net_pins = 132
via_count_of_the_first_global_routing_pass = 337000

[place]
globalplace.congestion = 0.948
numPortBuffers = 145
detailed_place_hpwl_mm = 1360
dp_worst_setup_slack_ns = 48.04

[synth]
postSynthAreaPerCell_um2 = 22.5
syn-instance-count = 28100
yosys.cell_count.top_type = sky130_fd_sc_hd__edfxtp_1
async_reset_ff_frac = 0
synth-area-yosys_um2 = 631000
ys_types = 19
synthDominantAreaCellType = sky130_fd_sc_hd__edfxtp_1
netlist_top_cells_area = sky130_fd_sc_hd__edfxtp_1, sky130_fd_sc_hd__mux4_2, sky130_fd_sc_hd__a22oi_1, sky130_fd_sc_hd__and2_1, sky130_fd_sc_hd__a21oi_1
synth-cells-yosys = 28100
enable_flop_cells = 16400
synthesis.yosys.warnings = 1
synth-seq-area-share = 0.783
post_synthesis_instance_area_um2 = 631000
top_cells_by_count = sky130_fd_sc_hd__edfxtp_1, sky130_fd_sc_hd__mux4_2, sky130_fd_sc_hd__and2_1, sky130_fd_sc_hd__a22oi_1, sky130_fd_sc_hd__clkbuf_1
ys.flop_type = sky130_fd_sc_hd__edfxtp_1
yosys_register_bits = 16400
yosysTopAreaCellShare = 0.783

[final_layout]
final_layout_size_suffix_gt1_frac = 0.265
area_taken_by_flip_flops_and_latches_um2 = 494000
final.fill_count = 189000
area_growth_syn_to_layout_pct = 16.0
multiInputGateArea_um2 = 132000

[sta]
fin_skew_ns = 0.133
tns_ns = 0
fin_crit_sh = 0.307
final.min_clock_period_ns = 22.01
unrepaired_setup_endpoints_after_global_routing = false
actual_transition_at_the_worst_max_transition_pin_ns = 1.72
finalSetupViolations = 0
post_route_worst_setup_slack_ns = 49.59
max_freq_mhz = 45.4
hold_violations = 0
max_slew_margin = -0.148
max_slew_vio_count = 32

[floorplan]
chipWidth_mm = 1.45
fp-utilization = 0.301
core_area_um2 = 2100000
floorplan.io_pins = 146
die_h_mm = 1.45
die_ar_um2 = 2110000
core.rowCount = 532

[worst_hold_path]
holdCritPathClass = reg2reg
==> routing by layer <==
layer	track usage	up-vias	share of wire
met3	0.213	4400	0.22
met5	0.100	-	0.0097
met2	0.283	23000	0.44
met1	0.170	157000	0.26
li1	-	125000	-
met4	0.124	472	0.069
==> area by class of cell <==
type	instances	share of cell area
well taps	27800	0.0475
clock inverters	976	0.0124
diodes	2492	0.00852
clock buffers	1981	0.0594
flip-flops and latches	16400	0.675
repair buffers	1460	0.0165
multi-input cells	9843	0.181
==> power by group <==
| part | switching (mW) | internal (mW) | total, mW | leakage, nW |
|---|---|---|---|---|
| sequential | 0.0193 | 10.6 | 10.6 | 148 |
| combinational | 0.615 | 0.299 | 0.914 | 45.9 |
| clock | 3.59 | 4.90 | 8.49 | 25.7 |
| total | 4.22 | 15.8 | 20.0 | 219 |
==> worst paths after layout <==
check,cells after the start,to,start
setup / recovery,15,read_data[48],addr[0]
hold / removal,5,read_data[32],memory[152][32]
setup reg to reg,6,read_data[6],memory[111][6]
hold reg to reg,5,read_data[32],memory[152][32]
==> placed cells by master, fill, tap and decap left out, drive strengths merged <==
cell type	count
clkbuf	1995
clkinv	737
mux4	4096
nand3	4
clkinvlp	47
or2	1
a22oi	2048
nor2b	8
nor2	260
buf	1376
diode	2492
clkdlybuf4s50	70
edfxtp	16400
inv	27
bufinv	165
o41ai	256
nand2	29
a21oi	1024
nand4	64
and2	2051
nand2b	2
==> sequential cells by signal (all words and copies together), names as in the netlist <==
name / count
memory: 16384
read_data: 64
==> metrics by stage <==
stage | std cells | hold slack (ns) | utilization | cell area [um2]
detailed placement | 55500 | 0.993 | 0.321 | 673000
CTS | 58500 | 0.992 | 0.346 | 725000
floorplan | 28100 | 0.896 | - | 631000
global placement | 55500 | 1.02 | 0.321 | 673000
global route | 60500 | 1.04 | 0.348 | 730000
finish | 61000 | 1.01 | 0.349 | 732000
==> kinds of logic (layout without fill, tap and decap cells) <==
kind of cell / after synthesis / count (layout) / share of synthesized area
multiplexers: 4096 / 4096 / 0.146
AND-OR/OR-AND: 3328 / 3328 / 0.0361
flip-flops: 16400 / 16400 / 0.783
other: 0 / 2492 / 0
AND/OR/NAND/NOR: 2419 / 2419 / 0.0228
buffers and inverters: 1765 / 4417 / 0.0116
==> critical path: stages <==
cell and delay [ns]:
sky130_fd_sc_hd__buf_16 0.38, sky130_fd_sc_hd__buf_4 0.62, sky130_fd_sc_hd__buf_4 0.59, sky130_fd_sc_hd__buf_12 0.52
sky130_fd_sc_hd__buf_12 0.52, sky130_fd_sc_hd__buf_4 0.62, sky130_fd_sc_hd__buf_4 0.65, sky130_fd_sc_hd__buf_4 0.71
sky130_fd_sc_hd__buf_4 0.72, sky130_fd_sc_hd__buf_4 0.65, sky130_fd_sc_hd__mux4_2 0.60, sky130_fd_sc_hd__a22oi_1 0.42
sky130_fd_sc_hd__a21oi_1 0.17, sky130_fd_sc_hd__o41ai_2 0.88, sky130_fd_sc_hd__nand4_1 0.16
Power figures rest on the tool's default switching activity, not on a simulated workload.
