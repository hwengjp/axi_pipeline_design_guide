$ cat config.mk
export PLATFORM = sky130hd
export DESIGN_NAME = dual_port_ram
export DESIGN_NICKNAME = dual_port_ram
export VERILOG_FILES = /design/flow/design.v
export SDC_FILE = /design/flow/constraint.sdc
export NUM_CORES = 4
export LEC_CHECK = 1
export CORE_UTILIZATION = 50
export SYNTH_MEMORY_MAX_BITS = 65536
$ cat constraint.sdc
current_design dual_port_ram

set clk_period 75.7
set clk_io_pct 0.2

create_clock -name clk0 -period $clk_period [get_ports {clk}]

set non_clock_inputs [all_inputs -no_clocks]
set_input_delay [expr $clk_period * $clk_io_pct] -clock clk0 $non_clock_inputs
set_output_delay [expr $clk_period * $clk_io_pct] -clock clk0 [all_outputs]
$ cat design.v
module dual_port_ram #(
    parameter DATA_WIDTH = 64,                                     
    parameter MEM_DEPTH = 256,                                     
    parameter ADDR_WIDTH = $clog2(MEM_DEPTH)                       
)(
    input  wire                     clk,                          
    input  wire [ADDR_WIDTH-1:0]   read_addr,                    
    input  wire                     read_enable,                  
    output reg  [DATA_WIDTH-1:0]   read_data,                    
    input  wire [ADDR_WIDTH-1:0]   write_addr,                   
    input  wire [DATA_WIDTH-1:0]   write_data,                   
    input  wire [DATA_WIDTH/8-1:0] write_enable                  
);
    reg [DATA_WIDTH-1:0] memory [0:MEM_DEPTH-1];
    integer i;
    always @(posedge clk) begin
        if (read_enable) begin
            read_data <= memory[read_addr];   
        end
    end
    always @(posedge clk) begin
        for (i = 0; i < DATA_WIDTH/8; i = i + 1) begin
            if (write_enable[i]) begin
                memory[write_addr][i*8 +: 8] <= write_data[i*8 +: 8];
            end
        end
    end
endmodule
$ cat run.sh
#!/bin/bash
# OpenROAD 26Q1-2900-gdf79404cd8, Yosys 0.63+post, stock flow scripts
make -C /OpenROAD-flow-scripts/flow DESIGN_CONFIG=/design/flow/config.mk WORK_HOME=/design/flow/orfs finish
==> results.cfg <==
; generated from flow reports
[yosys]
async_flop_share_pct = 0
top_cell_area_share_pct = 77.07
post_synth_instance_area_mm2 = 0.6409
yosysUniqueCellTypes = 67
synthCells = 31203
yosysTopAreaCell = edfxtp_1
ys_seq_share_pct = 77.07
ys.flops = 16448
synth_chip_area_mm2 = 0.6409
synthFlopType = edfxtp_1
synth_warnings = 1
ys_cells = 31203
edf_count = 16448
avgSynthCellArea_um2 = 20.54
ys_top_cells_by_area = edfxtp_1 77%, mux4_2 10%, mux2i_1 3.8%

[timing]
skew_ps = 103.2
fmaxAchievable_mhz = 46.53
finalMaxSlewViolations = 0
layout_setup_ws_ps = 54210
grt_setup_unrepaired = no
hold_violations = 0
finalCriticalPeriod_ps = 21490
fin_setup_tns_ps = 0
timing.slew.headroom_pct = 3.625
fin_hold_ws_ps = 1085
setup_viol = 0
finalClockPeriodUsage_pct = 28.39
worst_slew_pin_slew_ps = 1432

[route]
drt_wl_total_um = 2149000
drt_first_pass_iters = 6
drt-initial-drc-count = 24251
drtAntennaViolNets = 0
routed_via_density = 6.288
vias = 328835
wire_per_inst_um = 41.09
drc = 0

[job]
maxCapViolCount = 0
warnings = 51

[cts]
root_buffer = clkbuf_16
path_clk_slew_ps = 60
clockBufferDepth = 6
cts_tree = built
post_cts_buffers = 0
cts_sinks = 16448
cts_resized = 0
clock.latency.late_pin_ps = 1400
cts_max_level = 7
cts_buffers = 1714
ctsHoldBuffers = 0

[floorplan]
chipArea_mm2 = 1.286
initCoreUtil_pct = 50.17
io_pins = 154
die_h_um = 1134
rows = 415
core_area_mm2 = 1.277
die_w_um = 1134

[cells_and_area]
seqCellArea_mm2 = 0.4939
mostFrequentLayoutCells = 16448 x edfxtp_1, 2944 x mux4_2, 2401 x mux2i_1
areaGrowthSynthToFinish_pct = 13.11
final_cells = 52293
final_common_cell = edfxtp_1
nFillCells = 91918
drive_gt1_share_pct = 21.38
utilization_pct = 56.75
comb_area_mm2 = 0.1392

[placed_design]
gp_congestion = 0.9835
dp_slack_ps = 52680
hpwl_um = 1433000
place_inst = 47721
port_buffers = 153

[power_and_ir_drop]
peakVddDrop_mv = 0.02320
power_switching_mw = 4.135
p_comb_share_pct = 5.1
swShare_pct = 21.56
powerDensity_mw_per_mm2 = 26.45
internal_power_mw = 15.04
pwr-share-seq_pct = 52.5
power.share.clock_pct = 42.4
p_leak_nw = 230.7

[global_routing]
antenna_found_initial = 470
groute.usage.overall_pct = 37.86
grt_max_degree = 123
grt_pass1_vias = 351031
grt_overflow_total = 0
grt_pass1_wl_um = 2896000

[critical_path]
worst_ep_required_time_ps = 76780
critPathLaunchType = primary input
cp.arrival_ps = 22570
crit_type = primary input to flip-flop
endpoint_kind = flip-flop
crit_fanout = 54

[min_path]
holdCritPathClass = flip-flop to flip-flop

[outcome]
run_status = completed
## metrics by stage
step	cell area (um^2)	power (mW)
final	724900	19.18
after detailed placement	667500	11.22
after floorplan	640900	10.69
after global routing	724000	19.62
after CTS	720900	19.23
after global placement	667300	11.21
## registers in the layout, summed over array words and instances (netlist names)
signal and cells:
memory 16384, read_data 64
## per-layer routing
layer | vias up | track usage, % | routed length (um)
li1 | 134797 | - | -
met4 | 401 | 19.84 | 141700
met5 | - | 13.81 | 18940
met3 | 4195 | 38.76 | 515100
met1 | 165215 | 40.34 | 575500
met2 | 24227 | 46.36 | 897300
## synth_stat cells (all sizes together), types with 3 or more instances
library cell	n
and2	2053
nor3	562
nor2b	13
a2bb2oi	10
a31oi	33
o221ai	247
inv	31
nor4bb	3
o211ai	227
buf	943
mux2	18
nor2	812
nor4	395
o31ai	4
nand2b	11
o32ai	7
edfxtp	16448
nand3	99
o41ai	5
a21oi	371
a22o	109
nand2	210
a211o	68
o22ai	755
o22a	46
a22oi	426
or3	12
mux2i	2401
nand4bb	3
mux4	2944
o2111ai	20
nand4	82
or4	42
o21ai	277
a221oi	302
clkbuf	1004
a211oi	111
a2111oi	72
or2	5
nand4b	4
## power by group through the flow
stage         Sequential (mW)  Combinational, mW  Clock [mW]
CTS                      10.1              0.960        8.20
finish                   10.1              0.972        8.14
global route             10.1               1.01        8.54
## worst paths after layout
path | slack (ps) | cells after the start | from | to
worst max-delay path | 54210 | 15 | read_addr[0] | read_data[45]$_DFFE_PP_
worst min-delay path | 1090 | 5 | memory[151][25]$_DFFE_PP_ | read_data[25]$_DFFE_PP_
worst max register to register | 71720 | 6 | memory[57][51]$_DFFE_PP_ | read_data[51]$_DFFE_PP_
worst min register to register | 1090 | 5 | memory[151][25]$_DFFE_PP_ | read_data[25]$_DFFE_PP_
## critical path, stage by stage
cell	delay [ps]
buf_16	300
buf_4	750
buf_4	520
buf_4	680
buf_4	560
buf_4	700
buf_4	610
buf_4	660
mux2i_1	280
o22ai_1	130
nor4_1	510
a221oi_1	230
nor4_2	840
buf_6	250
nor4_1	70
## layout make-up
class / count / share of cell area [%]
clock buffer: 2061 / 6.161
antenna: 1548 / 0.5344
inverter: 32 / 0.01864
tap: 16888 / 2.915
clock inverter: 959 / 1.206
timing repair buffer: 1581 / 1.827
sequential: 16448 / 68.13
multi-input combinational: 12776 / 19.20
## cell families (layout without fill, tap and decap cells)
group / Yosys count / after routing / synth area share (%)
AND/OR/NAND/NOR: 4317 / 4317 / 3.714
other: 0 / 1548 / 0
buffers and inverters: 1979 / 4633 / 1.696
AND-OR/OR-AND: 3096 / 3096 / 3.395
multiplexers: 5363 / 5363 / 14.13
flip-flops: 16448 / 16448 / 77.07
Power figures rest on the tool's default switching activity, not on a simulated workload.
