--- flow/config.mk ---
export PLATFORM = sky130hd
export DESIGN_NAME = dual_width_dual_port_ram
export DESIGN_NICKNAME = dual_width_dual_port_ram
export VERILOG_FILES = /design/flow/design.v
export SDC_FILE = /design/flow/constraint.sdc
export NUM_CORES = 4
export LEC_CHECK = 1
export CORE_UTILIZATION = 40
export SYNTH_MEMORY_MAX_BITS = 65536
--- flow/constraint.sdc ---
current_design dual_width_dual_port_ram

set clk_period 40.4
set clk_io_pct 0.2

create_clock -name clk0 -period $clk_period [get_ports {clk}]

set non_clock_inputs [all_inputs -no_clocks]
set_input_delay [expr $clk_period * $clk_io_pct] -clock clk0 $non_clock_inputs
set_output_delay [expr $clk_period * $clk_io_pct] -clock clk0 [all_outputs]
--- flow/design.v ---
module dual_width_dual_port_ram #(
    parameter READ_DATA_WIDTH = 64,                               
    parameter WRITE_DATA_WIDTH = 32,                              
    parameter MEM_DEPTH = 256,                                    
    parameter READ_ADDR_WIDTH = $clog2(MEM_DEPTH),                
    parameter WRITE_ADDR_WIDTH = $clog2(MEM_DEPTH)                
)(
    input  wire                     clk,                          
    input  wire [READ_ADDR_WIDTH-1:0]   read_addr,                
    input  wire                         read_enable,              
    output reg  [READ_DATA_WIDTH-1:0]   read_data,                
    input  wire [WRITE_ADDR_WIDTH-1:0]  write_addr,               
    input  wire [WRITE_DATA_WIDTH-1:0]  write_data,               
    input  wire [WRITE_DATA_WIDTH/8-1:0] write_enable             
);
    localparam MAX_DATA_WIDTH = (READ_DATA_WIDTH > WRITE_DATA_WIDTH) ? READ_DATA_WIDTH : WRITE_DATA_WIDTH;
    reg [MAX_DATA_WIDTH-1:0] memory [0:MEM_DEPTH-1];
    integer i;
    always @(posedge clk) begin
        if (read_enable) begin
            if (READ_DATA_WIDTH <= MAX_DATA_WIDTH) begin
                read_data <= memory[read_addr][READ_DATA_WIDTH-1:0];
            end else begin
                read_data <= {memory[read_addr+1], memory[read_addr]};
            end
        end
    end
    always @(posedge clk) begin
        for (i = 0; i < WRITE_DATA_WIDTH/8; i = i + 1) begin
            if (write_enable[i]) begin
                if (WRITE_DATA_WIDTH <= MAX_DATA_WIDTH) begin
                    memory[write_addr][i*8 +: 8] <= write_data[i*8 +: 8];
                end else begin
                    memory[write_addr][i*8 +: 8] <= write_data[i*8 +: 8];
                end
            end
        end
    end
endmodule
--- flow/run.sh ---
#!/bin/bash
# OpenROAD 26Q1-2900-gdf79404cd8, Yosys 0.63+post, stock flow scripts
make -C /OpenROAD-flow-scripts/flow DESIGN_CONFIG=/design/flow/config.mk WORK_HOME=/design/flow/orfs finish
==> flow_metrics.py <==
# Auto-generated metrics
metrics = {
    "die": {
        "fp.dieW_um": 898,
        "chip_area_sq_um": 807000,
        "rows": 328,
        "fp_util_pct": 40.2,
        "dieHeight_um": 898,
        "io_pins": 118,
        "coreArea_sq_um": 799000,
    },
    "grt": {
        "grt_usage_pct": 25.6,
        "grt_max_degree": 137,
        "grt_first_pass_wirelength_um": 1330000,
        "overflow": 0,
        "grt_pass1_vias": 175000,
        "antenna_found_initial": 109,
    },
    "sta": {
        "finalCriticalPeriod_ns": 14.29,
        "hold_violations": 0,
        "fin_crit_sh_pct": 35.4,
        "tightest_slew_ns": 1.29,
        "relSlewSlack_pct": 13.3,
        "fin_tns_setup_ns": 0,
        "setup_viol": 0,
        "finClkSkew_ns": 0.0633,
        "fin_hold_ws_ns": 1.04,
        "rsz0062_at_grt": "false",
        "max_freq_ghz": 0.0700,
        "slew_viol_final": 0,
    },
    "drt": {
        "drt-initial-drc-count": 12400,
        "viasPerCell": 5.90,
        "drc": 0,
        "routedWlPerCell_um": 34.3,
        "ant_nets": 0,
        "wl_um": 945000,
        "vias": 163000,
        "firstDrtPassIters": 26,
    },
    "setup_path": {
        "path_buffers": 10,
        "path_cells": "buf_16 -> buf_4 -> buf_4 -> buf_4 -> buf_12 -> buf_4 -> buf_4 -> buf_4 -> buf_4 -> mux4_2 -> a22oi_1 -> a21oi_1 -> nor4_1 -> buf_4 -> nor4_2",
        "slowest_delay_ns": 0.75,
        "worstPathArrival_ns": 15.19,
        "cp_slowest_cell": "buf_4",
        "cp-end-kind": "flop",
        "cpMostUsedCell": "buf_4",
        "critical_path_class": "input port to flop",
        "crit_family": "buffers and inverters",
        "cp_max_fo": 72,
        "crit_path_start_kind": "input port",
        "critPathRequiredTime_ns": 41.30,
    },
    "cts": {
        "clock-root-buffer": "clkbuf_16",
        "post_cts_buffers": 0,
        "ctsResizeCount": 0,
        "clk_pin_slew_ns": 0.06,
        "holdBufCountCts": 0,
        "cts_buffers": 814,
        "clkSinkCount": 8224,
        "cts_tree": "yes",
        "cts-htree-levels": 6,
        "ctsLongestPathBuffers": 4,
        "clk_latency_ns": 1.17,
    },
    "logic_synthesis": {
        "top_cell": "edfxtp_1",
        "ys_warn_count": 1,
        "postSynthAreaPerCell_sq_um": 20.5,
        "top_area_cell": "edfxtp_1",
        "synth.yosys.seq_area_share_pct": 76.8,
        "synthesis.area_sq_um": 321000,
        "ys.flop_type": "edfxtp_1",
        "ys_area_sq_um": 321000,
        "yosys_cells": 15700,
        "ys_async_sr_fraction_pct": 0,
        "ys_top_cells_by_area": "edfxtp_1 (77%), mux4_2 (10%), mux2i_1 (3.9%), and3_1 (2.0%), clkbuf_1 (0.78%)",
        "synth.top_cells.by_count": "edfxtp_1 (8224), mux4_2 (1457), mux2i_1 (1248)",
        "top_cell_area_share_pct": 76.8,
        "synth-edff-count": 8224,
        "postSynthCellCount": 15700,
        "yosysUniqueCellTypes": 66,
        "synth-seq-cells": 8224,
    },
    "power": {
        "combPwrFrac_pct": 5.1,
        "power.density_nw_per_um2": 48.8,
        "cellLeakagePower_nw": 117,
        "switching_share_pct": 22.0,
        "p_seq_share_pct": 53.5,
        "irDropWorstVdd_mv": 0.0456,
        "cellInternalPower_w": 0.0138,
        "clockPowerShare_pct": 41.4,
        "p_sw_w": 0.00388,
    },
    "placed_design": {
        "dp_cells": 25800,
        "portBuffers": 85,
        "dp_hpwl_um": 590000,
        "place_congestion": 0.929,
    },
    "outcome": {
        "outcome": "finished clean",
    },
    "finish": {
        "drive_gt1_share_pct": 19.9,
        "fill_cells": 65300,
        "synthToLayoutAreaGrowth_pct": 12.4,
        "finalNonFillerCells": 27500,
    },
    "run": {
        "warning_count": 89,
        "maxCapViolations": 0,
    },
    "hold_path": {
        "min_path_type": "flop to flop",
    },
}
[state kept, by name (all words and copies together), names as in the netlist]
| register | flops |
|---|---|
| memory | 8192 |
| read_data | 32 |
[worst reg2reg max path, stage by stage (launching register included)]
cell	delay, ns
edfxtp_1	0.32
mux2i_1	0.07
o221ai_1	0.44
a21oi_1	0.18
a311oi_1	1.04
nand4_1	0.59
nor4_1	0.52
buf_4	0.17
[final timing paths]
check,start,end,slack (ns),cells after the start
hold reg to reg,memory[226][28]$_DFFE_PP_,read_data[28]$_DFFE_PP_,1.04,6
setup / recovery,read_addr[0],read_data[6]$_DFFE_PP_,26.11,15
hold / removal,memory[226][28]$_DFFE_PP_,read_data[28]$_DFFE_PP_,1.04,6
setup reg to reg,memory[193][23]$_DFFE_PP_,read_data[23]$_DFFE_PP_,36.92,7
[power by group through the flow]
stage | Sequential [W] | Combinational (W) | Clock (W)
after global routing | 0.00943 | 0.000953 | 0.00772
final | 0.00943 | 0.000903 | 0.00731
after CTS | 0.00943 | 0.000903 | 0.00741
[stage by stage]
stage                     total power, W  util [%]  setup WS, ns  cell area (sq um)
after floorplan                   0.0100         -         30.10             322000
after global placement            0.0105      41.9         24.83             335000
after detailed placement          0.0105      41.9         24.83             335000
after CTS                         0.0177      45.1         26.07             361000
after global routing              0.0181      45.2         25.59             361000
final                             0.0176      45.2         26.11             361000
[area by class of cell]
cell class              count  area, sq um  share of cell area, %
flip-flops and latches   8224       247000                   68.4
inverters                   2         22.5                0.00623
clock buffers            1024        21300                   5.89
well taps               10600        13200                   3.66
multi-input cells        6291        68900                   19.1
clock inverters           453         4290                   1.19
diodes                    302          756                  0.209
repair buffers            686         5880                   1.63
[layout by cell type, fill, tap and decap left out, types with 28 or more instances in the layout]
| cell type | netlist | layout |
|---|---|---|
| o21ai_0 | 87 | 87 |
| mux2_2 | 30 | 30 |
| edfxtp_1 | 8224 | 8224 |
| nor2_1 | 165 | 137 |
| conb_1 | 1 | 32 |
| a311oi_1 | 43 | 43 |
| and3_1 | 1026 | 1026 |
| diode_2 | 0 | 302 |
| bufinv_16 | 0 | 55 |
| a211o_1 | 30 | 30 |
| buf_8 | 30 | 34 |
| a22o_1 | 33 | 33 |
| o22ai_1 | 317 | 317 |
| clkdlybuf4s50_1 | 0 | 42 |
| nand4_1 | 67 | 67 |
| nor4_1 | 173 | 148 |
| clkinv_1 | 0 | 211 |
| clkinv_2 | 0 | 116 |
| clkbuf_1 | 667 | 205 |
| nand3_1 | 50 | 49 |
| clkbuf_16 | 0 | 819 |
| mux2i_1 | 1248 | 1248 |
| nor2_4 | 0 | 28 |
| a211oi_1 | 48 | 48 |
| a221oi_1 | 114 | 114 |
| nor3_1 | 222 | 207 |
| nand2_1 | 183 | 173 |
| o221ai_1 | 203 | 203 |
| a21oi_1 | 194 | 194 |
| a22oi_1 | 306 | 306 |
| o211ai_1 | 109 | 109 |
| buf_4 | 126 | 577 |
| mux4_2 | 1457 | 1457 |
[kinds of logic after synthesis]
kind of cell / Yosys count / synth area share (%)
flops: 8224 / 76.8
other cells: 1 / 0.00117
simple gates: 1964 / 3.47
mux: 2742 / 14.3
compound gates: 1553 / 3.48
buf+inv: 1192 / 1.96
[per-layer routing]
metal | part of all wire (%) | vias up | wire length [um] | track usage (%)
met1 | 31 | 83300 | 292000 | 29.3
li1 | - | 67200 | - | -
met4 | 4.3 | 80 | 40200 | 9.08
met2 | 46 | 10300 | 431000 | 35.9
met5 | 0.30 | - | 2850 | 2.36
met3 | 19 | 1647 | 179000 | 21.5
Power and IR drop assume default switching activity.
